[flow/config.mk]
export PLATFORM = sky130hd
export DESIGN_NAME = Asynchronous_FIFO
export DESIGN_NICKNAME = Asynchronous_FIFO
export VERILOG_FILES = /design/flow/design.v
export SDC_FILE = /design/flow/constraint.sdc
export NUM_CORES = 4
export LEC_CHECK = 1
export CORE_UTILIZATION = 50
[flow/constraint.sdc]
current_design Asynchronous_FIFO

set clk_period 4.2
set clk_io_pct 0.2

create_clock -name clk0 -period $clk_period [get_ports {rd_clk}]
create_clock -name clk1 -period $clk_period [get_ports {w_clk}]

set non_clock_inputs [all_inputs -no_clocks]
set_input_delay [expr $clk_period * $clk_io_pct] -clock clk0 $non_clock_inputs
set_output_delay [expr $clk_period * $clk_io_pct] -clock clk0 [all_outputs]
[flow/design.v]
`timescale 1ns / 1ps
module synchrnoizer #(parameter Data_Width=8)(
    input [Data_Width:0] data_in,
    input clk,rst,
    output reg [Data_Width:0] data_out
);
    reg [Data_Width:0] q_1;
    always @(posedge clk) begin
        if(!rst) begin
            q_1 <= 0;
            data_out <= 0;
        end
        else begin
            q_1 <= data_in;
            data_out <= q_1;
        end
    end
endmodule
module FIFO_Wr_ptr_handler #(parameter ptr_width = 3)(
    input w_en,w_clk,w_rst,
    input [ptr_width:0] g_rptr_sync,
    output reg full,
    output reg [ptr_width:0] bin_ptr,
    output reg [ptr_width:0] gra_ptr
    );
    reg [ptr_width:0] bin_ptr_next;
    reg [ptr_width:0] gra_ptr_next;
    reg wrap_around;
    wire wfull;
    always @(*) begin
        bin_ptr_next = bin_ptr + (w_en&!full);
        gra_ptr_next = (bin_ptr_next >>1)^bin_ptr_next;
    end
    always @(posedge w_clk or negedge w_rst) begin
        if(!w_rst) begin
            bin_ptr <= 0;
            gra_ptr <= 0;
        end
        else begin
            bin_ptr <= bin_ptr_next;
            gra_ptr <= gra_ptr_next;
        end
    end
    always @(posedge w_clk or negedge w_rst) begin
            if(!w_rst) begin
                full <= 0;
            end
            else begin
                full <= wfull;
            end
        end
    assign wfull = (gra_ptr_next == {~g_rptr_sync[ptr_width:ptr_width-1],g_rptr_sync[ptr_width-2:0]});
endmodule
module FIFO_Rd_handle #(parameter ptr_width = 3)(
    input rd_clk,rd_rst,rd_en,
    input [ptr_width:0] gra_wptr_sync,
    output reg [ptr_width:0] bin_rptr,gra_rptr,
    output reg empty
    );
    reg [ptr_width:0] bin_rptr_next;
    reg [ptr_width:0] gra_rptr_next;
    wire rempty;
    assign rempty = (gra_wptr_sync == gra_rptr_next);
    always @(*) begin
        bin_rptr_next = bin_rptr + (rd_en&!empty);
        gra_rptr_next = (bin_rptr_next>>1)^bin_rptr_next;
    end
    always @(posedge rd_clk or negedge rd_rst) begin
        if(!rd_rst) begin
            bin_rptr <= 0;
            gra_rptr <= 0;
        end
        else begin
            bin_rptr <= bin_rptr_next;
            gra_rptr <= gra_rptr_next;
        end
    end
    always @(posedge rd_clk or negedge rd_rst) begin
        if(!rd_rst) begin empty <= 1; end
        else begin empty <= rempty; end
    end
endmodule
module FIFO_Mem #(parameter DEPTH=8,parameter WIDTH =8,parameter PTR_WIDTH=3)(
        input w_en,w_clk,rd_en,rd_clk,
        input [PTR_WIDTH:0] bin_wptr,bin_rdptr,
        input [WIDTH-1:0] data_in,
        input full,empty,
        output wire [WIDTH-1:0] data_out
        );
        reg [WIDTH-1:0] fifo[DEPTH-1:0];
        always @(posedge w_clk) begin
            if(w_en&&!full) begin
                fifo[bin_wptr[PTR_WIDTH-1:0]] <= data_in;
            end
        end 
       always @(posedge rd_clk) begin
           if(rd_en&&!empty) begin
               data_out <= fifo[bin_rdptr[PTR_WIDTH-1:0]];
           end
       end
endmodule
module Asynchronous_FIFO #(parameter DEPTH=8, parameter WIDTH=8)(
        input w_clk,w_rst,rd_clk,rd_rst,w_en,rd_en,
        input [WIDTH-1:0] data_in,
        output wire [WIDTH-1:0] data_out,
        output wire full,empty
        );
        parameter PTR_WIDTH = $clog2(DEPTH);
        wire [PTR_WIDTH:0] g_wptr_sync,g_rdptr_sync;
        wire [PTR_WIDTH:0] bin_wptr,bin_rd_ptr;
        wire [PTR_WIDTH:0] g_wptr,g_rdptr;
        wire [PTR_WIDTH-1:0] w_addr,rd_addr;
        synchrnoizer #(PTR_WIDTH) sync_wptr(.clk(rd_clk),.rst(rd_rst),.data_in(g_wptr),.data_out(g_wptr_sync));
        synchrnoizer #(PTR_WIDTH) sync_rd_ptr(.clk(w_clk),.rst(w_rst),.data_in(g_rdptr),.data_out(g_rdptr_sync));
        FIFO_Wr_ptr_handler #(PTR_WIDTH) wr_h(.w_en(w_en),.w_clk(w_clk),.w_rst(w_rst),.g_rptr_sync(g_rdptr_sync),.full(full),.bin_ptr(bin_wptr),.gra_ptr(g_wptr));
        FIFO_Rd_handle #(PTR_WIDTH) rd_h(.rd_clk(rd_clk),.rd_rst(rd_rst),.rd_en(rd_en),.gra_wptr_sync(g_wptr_sync),.bin_rptr(bin_rd_ptr),.gra_rptr(g_rdptr),.empty(empty));
        FIFO_Mem #(DEPTH,WIDTH) fifomem(.w_en(w_en),.w_clk(w_clk),.rd_en(rd_en),.rd_clk(rd_clk),.bin_wptr(bin_wptr),.bin_rdptr(bin_rd_ptr),.data_in(data_in),.full(full),.empty(empty),.data_out(data_out));
endmodule
[flow/run.sh]
#!/bin/bash
# OpenROAD 26Q1-2900-gdf79404cd8, Yosys 0.63+post, stock flow scripts
make -C /OpenROAD-flow-scripts/flow DESIGN_CONFIG=/design/flow/config.mk WORK_HOME=/design/flow/orfs finish
==> reports/metrics.yaml <==
critPathLaunchType: "input port"
hold_class: "flip-flop to flip-flop"
gp_congestion: 0.800
cts_sinks: 104
die-width_um: 91.5
grt_antenna_before_repair: 0
synth_cell_types: 34
cpMaxStageDelayCell: "clkdlybuf4s50_1"
synthCells: 215
layout_top_cell: "edfxtp_1"
dp_hpwl_um: 4100
design_area_mm2: 0.00470
hold_violations: 0
post_cts_buffers: 0
hold_buffers: 0
min_to: "sync_rd_ptr.q_1[1]"
cts_tree: "built"
syn_area_per_cell_um2: 18.6
detail_route.iter0.violations: 94
r2r-end: "rd_h.empty"
worstMarginPinSlew_ns: 0.621
totalWireLength_um: 6740
placementRows: 32
vias: 1944
r2r-start: "rd_h.empty"
fp-utilization_pct: 51.9
relSlewSlack_pct: 58.6
ctsResizeCount: 0
hold_path_startpoint: "rd_h.gra_rptr[1]"
route.detailed.drc: 0
hold_depth: 1
critPathArrivalTime_ns: 2.91
yosysWarnings: 5
critical_path.top_delay_family: "buffers and inverters"
coreArea_mm2: 0.00773
setup_ws_ns: 1.44
finalSetupViolCount: 0
wl_met2_um: 3120
syn_area_mm2: 0.00401
slowest_delay_ns: 0.45
grt_pass1_vias: 2116
diodes: 0
seq_area_mm2: 0.00288
wl_per_cell_um: 18.6
post-place-ws_ns: 1.24
fin_setup_tns_ns: 0
worstPathMaxFanout: 10
grt_overflow: 0
cp_cell_sequence: "clkdlybuf4s50_1, nor2b_1, buf_4, ha_1, xor2_1, xor2_1, xor2_1, a2111oi_1"
track_usage_pct: 19.3
crit_type: "input port to flip-flop"
postRouteAntennaNets: 0
crit_top_cell: "xor2_1"
io_buffers: 22
cap_violations: 0
yosysCellCount: 215
reg2reg_depth: 7
slew_viol_final: 0
first_pass_iters: 4
end_kind: "flip-flop"
numSynthFlops: 104
final_cell_mix: "edfxtp_1, clkdlybuf4s50_1, and2_1, dfxtp_1"
place_area_mm2: 0.00440
yosys_area_mm2: 0.00401
worstPathRequired_ns: 4.36
met1_length_um: 2830
wl_met3_um: 660
p_total_mw: 3.28
rsz0062_at_grt: "no"
status: "complete, no violations"
rrSetupSlack_ns: 2.08
dieArea_mm2: 0.00838
warning_count: 27
power_leakage_nw: 1.70
clk_pin_slew_ns: 0.09
combGateArea_mm2: 0.00108
grt_max_degree: 19
grt_pass1_wl_um: 10700
drt-vias-per-instance: 5.37
die-height_um: 91.5
fillers: 564
yosys.stat.seqShare_pct: 72.0
top_layer: "met4"
ir_drop_mv: 0.480
path_buffers: 2
drive_gt1_share_pct: 15.4
pin_count: 24
fin_skew_ns: 0.0105
power_density_mw_per_mm2: 697
syn_to_final_growth_pct: 17.3
[power breakdown]
part	switching [mW]	total [mW]	internal (mW)	leakage [nW]
sequential	0.141	1.51	1.36	0.979
clock	0.352	0.851	0.499	0.154
combinational	0.400	0.920	0.521	0.570
[registers in the layout (all words and copies together) (netlist names)]
| signal | flops |
|---|---|
| fifomem.data_out | 8 |
| fifomem.fifo | 64 |
| rd_h.bin_rptr | 4 |
| rd_h.empty | 1 |
| rd_h.gra_rptr | 3 |
| sync_rd_ptr.data_out | 4 |
| sync_rd_ptr.q_1 | 4 |
| sync_wptr.data_out | 4 |
| sync_wptr.q_1 | 4 |
| wr_h.bin_ptr | 4 |
| wr_h.full | 1 |
| wr_h.gra_ptr | 3 |
[cells by family (layout without fill, tap and decap cells)]
logic type	after synthesis	in the layout	synth area share (%)
flip-flops	104	104	72.0
AND/OR/NAND/NOR	49	49	6.68
multiplexers	24	24	12.6
XOR/XNOR	21	21	5.31
buffers and inverters	8	53	1.16
AND-OR/OR-AND	5	5	0.999
adder cells (fa/ha/maj)	4	4	1.25
[cell type report]
class	count	share of cell area (%)
sequential	104	61.3
multi-input combinational	103	22.9
timing repair buffer	33	6.44
clock buffer	13	4.04
tap	102	2.71
clock inverter	6	2.47
inverter	1	0.0798
[Yosys cell counts, drive strengths merged]
library cell | instances | area [µm²]
and3 | 1 | 6.26
xnor2 | 12 | 105
dfstp | 1 | 26.3
dfrtp | 15 | 375
and2 | 16 | 100
mux4 | 16 | 417
ha | 4 | 50.1
nand4 | 1 | 6.26
nand2 | 5 | 18.8
inv | 1 | 3.75
o211ai | 1 | 7.51
mux2 | 8 | 90.1
xor2 | 7 | 61.3
buf | 5 | 35.0
xnor3 | 1 | 22.5
nand4b | 1 | 8.76
a221oi | 1 | 8.76
clkbuf | 2 | 7.51
nor2b | 3 | 18.8
dfxtp | 16 | 320
nand3b | 1 | 7.51
a21oi | 1 | 5.00
or2 | 1 | 6.26
a211o | 1 | 8.76
a2111oi | 1 | 10.0
nor2 | 8 | 30.0
nor3 | 4 | 20.0
xor3 | 1 | 23.8
edfxtp | 72 | 2160
nand3 | 4 | 20.0
nand2b | 4 | 25.0
[routing by layer]
layer / track usage [%] / vias to the layer above
met5: 2.56 / -
met4: 2.78 / 0
met3: 11.5 / 9
met2: 26.8 / 82
met1: 30.3 / 949
li1: - / 904
[worst max path at each step]
stage / cells after the start / start / to
5_1_grt: 8 / rd_en / rd_h.empty
6_report: 8 / rd_en / rd_h.empty
4_1_cts: 8 / rd_en / rd_h.empty
[per-stage QoR]
| step | hold slack, ns | util [%] | instances |
|---|---|---|---|
| 2_1_floorplan | 0.412 | - | 215 |
| 3_3_place_gp | 0.419 | 56.9 | 343 |
| 3_5_place_dp | 0.419 | 56.9 | 343 |
| 4_1_cts | 0.396 | 60.8 | 362 |
| 5_1_grt | 0.429 | 60.8 | 362 |
| 6_report | 0.398 | 60.8 | 362 |
[worst register-to-register path: stages (launching register included)]
cell and delay (ns):
dfstp_2 0.54, nor2b_1 0.05, buf_4 0.19, ha_1 0.23, xor2_1 0.29, xor2_1 0.27
xor2_1 0.10, a2111oi_1 0.34
No activity file was given, so power comes from the tool's default toggle rates.
